==> flow/design.v <==
interface mem_itf_w_mask #(
    parameter               CHANNELS = 1,
    parameter               DWIDTH = 32,
    parameter               MWIDTH = DWIDTH / 8
)(
    input   bit             clk,
    input   bit             rst
);
    logic   [31:0]          addr    [CHANNELS];
    logic   [MWIDTH-1:0]    rmask   [CHANNELS];
    logic   [MWIDTH-1:0]    wmask   [CHANNELS];
    logic   [DWIDTH-1:0]    rdata   [CHANNELS];
    logic   [DWIDTH-1:0]    wdata   [CHANNELS];
    logic                   resp    [CHANNELS];
    bit                     error = 1'b0;
    modport dut (
        input               clk,
        input               rst,
        output              addr,
        output              rmask,
        output              wmask,
        input               rdata,
        output              wdata,
        input               resp
    );
    modport mem (
        input               clk,
        input               rst,
        input               addr,
        input               rmask,
        input               wmask,
        output              rdata,
        input               wdata,
        output              resp,
        output              error
    );
    modport mon (
        input               clk,
        input               rst,
        input               addr,
        input               rmask,
        input               wmask,
        input               rdata,
        input               wdata,
        input               resp,
        output              error
    );
endinterface
interface mem_itf_wo_mask #(
    parameter               CHANNELS = 1,
    parameter               DWIDTH = 32
)(
    input   bit             clk,
    input   bit             rst
);
    logic   [31:0]          addr    [CHANNELS];
    logic                   read    [CHANNELS];
    logic                   write   [CHANNELS];
    logic   [DWIDTH-1:0]    rdata   [CHANNELS];
    logic   [DWIDTH-1:0]    wdata   [CHANNELS];
    logic                   resp    [CHANNELS];
    bit                     error = 1'b0;
    modport dut (
        input               clk,
        input               rst,
        output              addr,
        output              read,
        output              write,
        input               rdata,
        output              wdata,
        input               resp
    );
    modport mem (
        input               clk,
        input               rst,
        input               addr,
        input               read,
        input               write,
        output              rdata,
        input               wdata,
        output              resp,
        output              error
    );
    modport mon (
        input               clk,
        input               rst,
        input               addr,
        input               read,
        input               write,
        input               rdata,
        input               wdata,
        input               resp,
        output              error
    );
endinterface
interface mem_itf_banked(
    input   bit             clk,
    input   bit             rst
);
    logic   [31:0]          addr;
    logic                   read;
    logic                   write;
    logic   [63:0]          wdata;
    logic                   ready;
    logic   [31:0]          raddr;
    logic   [63:0]          rdata;
    logic                   rvalid;
    bit                     error = 1'b0;
    modport dut (
        input               clk,
        input               rst,
        output              addr,
        output              read,
        output              write,
        output              wdata,
        input               ready,
        input               raddr,
        input               rdata,
        input               rvalid
    );
    modport mem (
        input               clk,
        input               rst,
        input               addr,
        input               read,
        input               write,
        input               wdata,
        output              ready,
        output              rdata,
        output              raddr,
        output              rvalid,
        output              error
    );
    modport mon (
        input               clk,
        input               rst,
        input               addr,
        input               read,
        input               write,
        input               wdata,
        input               ready,
        input               rdata,
        input               raddr,
        input               rvalid,
        input               error
    );
endinterface
interface mon_itf#(
            parameter       CHANNELS = 1
)(
    input   bit             clk,
    input   bit             rst
);
            logic           valid     [CHANNELS];
            logic   [63:0]  order     [CHANNELS];
            logic   [31:0]  inst      [CHANNELS];
            logic           halt      [CHANNELS];
            logic   [4:0]   rs1_addr  [CHANNELS];
            logic   [4:0]   rs2_addr  [CHANNELS];
            logic   [31:0]  rs1_rdata [CHANNELS];
            logic   [31:0]  rs2_rdata [CHANNELS];
            logic   [4:0]   rd_addr   [CHANNELS];
            logic   [31:0]  rd_wdata  [CHANNELS];
            logic   [4:0]   frd_addr  [CHANNELS];
            logic   [31:0]  frd_wdata [CHANNELS];
            logic   [31:0]  pc_rdata  [CHANNELS];
            logic   [31:0]  pc_wdata  [CHANNELS];
            logic   [31:0]  mem_addr  [CHANNELS];
            logic   [3:0]   mem_rmask [CHANNELS];
            logic   [3:0]   mem_wmask [CHANNELS];
            logic   [31:0]  mem_rdata [CHANNELS];
            logic   [31:0]  mem_wdata [CHANNELS];
            bit             error = 1'b0;
endinterface
package mem_types;
    localparam NUM_SETS = 32;
    localparam NUM_ISETS= 32;
    typedef struct packed {  
        logic [(31-($clog2(NUM_SETS)+5)):00] tag;
        logic [($clog2(NUM_SETS)-1):00] set_addr;
        logic [04:00] offset;
        logic   [31:0]  ufp_addr;
        logic   [3:0]   ufp_rmask;
        logic   [3:0]   ufp_wmask;
        logic   [31:0]  ufp_wdata;
    } cache_t;
    typedef struct packed {  
        logic [(31-($clog2(NUM_ISETS)+5)):00] tag;
        logic [($clog2(NUM_ISETS)-1):00] set_addr;
        logic [04:00] offset;
        logic   [31:0]  ufp_addr;
        logic   [3:0]   ufp_rmask;
        logic   [3:0]   ufp_wmask;
        logic   [31:0]  ufp_wdata;
    } icache_t;
endpackage : mem_types
package rv32i_types;
    localparam NUM_ARCH_REG = 32;
    localparam NUM_ROB_ENTRIES = 8;
    localparam NUM_PHYS_REG = NUM_ROB_ENTRIES+ 32;
    localparam PHYS_REG_IDX = $clog2(NUM_PHYS_REG) - 1;
    localparam ARCH_REG_IDX = $clog2(NUM_ARCH_REG) - 1;
    localparam NUM_RS_ENTRIES = 2;
    localparam ST_Q_ENTRIES = 2;  
    localparam LD_RS_ENTRIES = 2;  
    localparam BRANCH_PRED_M = 1;
    localparam NUM_ORDER = 10;
    typedef struct packed {
        logic valid;
        logic [63:0] order;
        logic [31:0] inst;
        logic [ARCH_REG_IDX:0] rs1_addr, rs2_addr, rd_addr;
        logic [31:0] rs1_rdata, rs2_rdata, rd_wdata;
        logic [31:0] pc_rdata;
        logic [31:0] pc_wdata;
        logic [31:0] mem_addr;
        logic [3:0] mem_rmask;
        logic [3:0] mem_wmask;
        logic [31:0] mem_rdata;
        logic [31:0] mem_wdata;
    } rvfi_t;
    typedef struct packed {
        logic [ARCH_REG_IDX:0] rd;
        logic [PHYS_REG_IDX:0] pd;
        logic valid;
        logic [$clog2(NUM_ROB_ENTRIES)-1:0] rob_entry_idx;
        logic [31:0] rs1_value, rs2_value, value;
        logic [6:0]  opcode;
        logic [31:0] pc;
        logic [31:0] calculated_pc_next;
        logic [31:0] mem_addr;
        logic [3:0]  mem_rmask;
        logic [3:0]  mem_wmask;
        logic [31:0]  mem_rdata;
        logic [31:0]  mem_wdata;
    } cdb_entry_t; 
    typedef struct packed {
        logic   [31:0]  inst;  
        logic   [31:0]  pc;
        logic   [31:0]  pc_next;  
        logic           valid;  
        logic   [PHYS_REG_IDX:0]   ps1_s, ps2_s, pd_s;
        logic   [ARCH_REG_IDX:0]  rd_s, rs1_s, rs2_s;
        logic   ps1_valid, ps2_valid;
        logic   [2:0]   funct3;
        logic   [6:0]   funct7;
        logic   [6:0]   opcode;
        logic   [31:0]  imm;
        logic   [63:0]  order;
        logic   [BRANCH_PRED_M - 1:0]   br_hist;
        logic           regf_we;
    } decode_rename_to_dispatch_t;  
    typedef struct packed {
        logic [PHYS_REG_IDX:0] pd;
        logic [ARCH_REG_IDX:0] rs1, rs2, rd;
        logic           write_en;  
    } decode_rename_to_RAT_t;  
    typedef struct packed {
        logic [PHYS_REG_IDX:0] ps1, ps2;
        logic ps1_valid, ps2_valid;
    } RAT_to_decode_rename_t;  
    typedef struct packed {
        logic [ARCH_REG_IDX:0] rd;
        logic [PHYS_REG_IDX:0] pd;
        logic [31:0] pc;
        logic [31:0] pc_next;
        logic [63:0] order;
        logic [6:0] opcode;
        logic [31:0] calculated_pc_next;
        logic   [BRANCH_PRED_M - 1:0]   br_hist;
    } dispatch_to_ROB_only_data_t;  
    typedef struct packed {
        dispatch_to_ROB_only_data_t dispatch_to_ROB_only_data;  
        rvfi_t rvfi;
        logic enqueue_rob;
    } dispatch_to_ROB_t;
    typedef struct packed {
        logic commit;
        dispatch_to_ROB_only_data_t dispatch_data;
        rvfi_t rvfi;
    } ROB_entry_t;
    typedef struct packed {
        logic [($clog2(NUM_ROB_ENTRIES)-1):0] rob_entry_idx;
        logic is_rob_full;
    } ROB_to_dispatch_t;  
    typedef struct packed {
        ROB_entry_t rob_entry;
        logic is_rob_empty;
    } ROB_to_RRF_t;
    typedef struct packed {
        logic dequeue;
    } RRF_to_ROB_t;
    typedef struct packed {
        logic ps1_valid, ps2_valid;
        logic [PHYS_REG_IDX:0] ps1, ps2, pd;
        logic [ARCH_REG_IDX:0] rd;
        logic [2:0] funct3;
        logic [6:0] funct7;
        logic [6:0] opcode;
        logic [31:0] imm;
        logic [$clog2(NUM_ROB_ENTRIES)-1:0] rob_entry_idx;
        logic [31:0] pc;
        logic valid;
    } dispatch_to_rs_t;
    typedef struct packed {
        logic ps1_valid, ps2_valid;
        logic [PHYS_REG_IDX:0] ps1, ps2, pd;
        logic [ARCH_REG_IDX:0] rd;
        logic [2:0] funct3;
        logic [6:0] opcode;
        logic [31:0] imm;
        logic [$clog2(NUM_ROB_ENTRIES)-1:0] rob_entry_idx;
        logic [31:0] pc;
        logic valid;
    } dispatch_to_lsq_t;
    typedef struct packed {
        logic ps1_valid, ps2_valid;
        logic [PHYS_REG_IDX:0] ps1, ps2, pd;
        logic [ARCH_REG_IDX:0] rd;
        logic [2:0] funct3;
        logic [6:0] funct7;
        logic [6:0] opcode;
        logic [31:0] imm;
        logic [$clog2(NUM_ROB_ENTRIES)-1:0] rob_entry_idx;
        logic [31:0] pc;
        logic valid;
    } rs_to_alu_t;
       typedef struct packed {
        logic ps1_valid, ps2_valid;
        logic [PHYS_REG_IDX:0] ps1, ps2, pd;
        logic [ARCH_REG_IDX:0] rd;
        logic [2:0] funct3;
        logic [6:0] funct7;
        logic [6:0] opcode;
        logic [31:0] imm;
        logic [$clog2(NUM_ROB_ENTRIES)-1:0] rob_entry_idx;
        logic [31:0] pc;
        logic valid;
    } rs_to_br_t;
    typedef struct packed {
        logic ps1_valid, ps2_valid;
        logic [PHYS_REG_IDX:0] ps1, ps2, pd;
        logic [ARCH_REG_IDX:0] rd;
        logic [2:0] funct3;
        logic [6:0] funct7;
        logic [6:0] opcode;
        logic [31:0] imm;
        logic [$clog2(NUM_ROB_ENTRIES)-1:0] rob_entry_idx;
        logic [31:0] pc;
        logic valid;
    } rs_to_mult_t;
    typedef struct packed {
        logic ps1_valid, ps2_valid;
        logic [PHYS_REG_IDX:0] ps1, ps2, pd;
        logic [ARCH_REG_IDX:0] rd;
        logic [2:0] funct3;
        logic [6:0] funct7;
        logic [6:0] opcode;
        logic [31:0] imm;
        logic [$clog2(NUM_ROB_ENTRIES)-1:0] rob_entry_idx;
        logic [31:0] pc;
        logic valid;
    } rs_to_div_t;
    typedef struct packed {
        logic [PHYS_REG_IDX:0] pd;
        logic [ARCH_REG_IDX:0] rd;
        logic [2:0] funct3;
        logic [6:0] opcode;
        logic [$clog2(NUM_ROB_ENTRIES)-1:0] rob_entry_idx;
        logic [31:0] pc;
        logic valid;
    } mult_pipe_t;
    typedef struct packed {
        rs_to_alu_t data;
        logic [NUM_ORDER:0] order;
    } ALU_RS_entry_t;
    typedef struct packed {
        rs_to_alu_t data;
        logic [NUM_ORDER:0] order;
    } MUL_RS_entry_t;
    typedef struct packed {
        rs_to_br_t data;
        logic [NUM_ORDER:0] order;
    } BR_RS_entry_t;
    typedef struct packed {
        dispatch_to_lsq_t data;
        logic valid;
    } lsq_entry_t;
    typedef struct packed {
       logic   [31:0]  inst;
       logic   [31:0]  pc;
       logic   [31:0]  pc_next;
       logic   [63:0]  order;
       logic           valid;  
    } fetch_to_queue;  
    typedef enum logic [6:0] {
        op_b_lui       = 7'b0110111,  
        op_b_auipc     = 7'b0010111,  
        op_b_jal       = 7'b1101111,  
        op_b_jalr      = 7'b1100111,  
        op_b_br        = 7'b1100011,  
        op_b_load      = 7'b0000011,  
        op_b_store     = 7'b0100011,  
        op_b_imm       = 7'b0010011,  
        op_b_reg       = 7'b0110011   
    } rv32i_opcode;
    typedef enum logic [6:0] {
        base           = 7'b0000000,
        variant        = 7'b0100000,
        mult           = 7'b0000001
    } funct7_t;
    typedef enum logic [2:0] {
        arith_f3_add   = 3'b000,  
        arith_f3_sll   = 3'b001,
        arith_f3_slt   = 3'b010,
        arith_f3_sltu  = 3'b011,
        arith_f3_xor   = 3'b100,
        arith_f3_sr    = 3'b101,  
        arith_f3_or    = 3'b110,
        arith_f3_and   = 3'b111
    } arith_f3_t;
    typedef enum logic [2:0] {
        load_f3_lb     = 3'b000,
        load_f3_lh     = 3'b001,
        load_f3_lw     = 3'b010,
        load_f3_lbu    = 3'b100,
        load_f3_lhu    = 3'b101
    } load_f3_t;
    typedef enum logic [2:0] {
        store_f3_sb    = 3'b000,
        store_f3_sh    = 3'b001,
        store_f3_sw    = 3'b010
    } store_f3_t;
    typedef enum logic [2:0] { 
        branch_f3_beq  = 3'b000,
        branch_f3_bne  = 3'b001,
        branch_f3_blt  = 3'b100,
        branch_f3_bge  = 3'b101,
        branch_f3_bltu = 3'b110,
        branch_f3_bgeu = 3'b111
    } branch_f3_t;
    typedef enum logic [2:0] {
        alu_op_add     = 3'b000,
        alu_op_sll     = 3'b001,
        alu_op_sra     = 3'b010,
        alu_op_sub     = 3'b011,
        alu_op_xor     = 3'b100,
        alu_op_srl     = 3'b101,
        alu_op_or      = 3'b110,
        alu_op_and     = 3'b111
    } alu_ops;
    typedef enum logic [2:0] {
        mul_op_mul      = 3'b000,
        mul_op_mulh     = 3'b001,
        mul_op_mulhsu   = 3'b010,
        mul_op_mulhu    = 3'b011,
        mul_op_div      = 3'b100,
        mul_op_divu     = 3'b101,
        mul_op_rem      = 3'b110,
        mul_op_remu     = 3'b111
    } mul_ops;
    typedef union packed {
        logic [31:0] word;
        struct packed {
            logic [11:0] i_imm;
            logic [4:0]  rs1;
            logic [2:0]  funct3;
            logic [4:0]  rd;
            rv32i_opcode opcode;
        } i_type;
        struct packed {
            logic [6:0]  funct7;
            logic [4:0]  rs2;
            logic [4:0]  rs1;
            logic [2:0]  funct3;
            logic [4:0]  rd;
            rv32i_opcode opcode;
        } r_type;
        struct packed {
            logic [11:5] imm_s_top;
            logic [4:0]  rs2;
            logic [4:0]  rs1;
            logic [2:0]  funct3;
            logic [4:0]  imm_s_bot;
            rv32i_opcode opcode;
        } s_type;
        struct packed {
            logic [11:5] imm_s_top;
            logic [4:0]  rs2;
            logic [4:0]  rs1;
            logic [2:0]  funct3;
            logic [4:0]  imm_s_bot;
            rv32i_opcode opcode;
        } b_type;
        struct packed {
            logic [31:12] imm;
            logic [4:0]   rd;
            rv32i_opcode  opcode;
        } j_type;
    } instr_t;
endpackage : rv32i_types
module stack #(parameter WIDTH = 32, parameter DEPTH = 16)(
    input  logic              clk,
    input  logic              rst,
    input  logic              push,
    input  logic              pop,
    input  logic [WIDTH-1:0]  data_in,
    output logic [WIDTH-1:0]  data_out,
    output logic              empty,
    output logic              full
);
    logic [WIDTH-1:0]        stack [0:DEPTH-1];
    logic [$clog2(DEPTH):0]  stack_ptr;
    always_ff @(posedge clk) begin
        if (rst) begin
            stack_ptr <= 0;
            empty <= 1;
            full <= 0;
        end else begin
            if (push && !full) begin
                stack[stack_ptr] <= data_in;
                stack_ptr        <= stack_ptr + 1;
                empty            <= 0;
                if (stack_ptr == DEPTH - 1) begin
                    full <= 1;
                end
            end else if (pop && !empty) begin
                stack_ptr <= stack_ptr - 1;
                full      <= 0;
                if (stack_ptr == 1) begin
                    empty <= 1;
                end
            end
        end
    end
    always_comb begin
      if (!empty & pop)
            data_out = stack[stack_ptr - 1];
        else
            data_out = {WIDTH{1'b0}};
    end
endmodule
==> flow/run.sh <==
#!/bin/bash
# OpenROAD 26Q1-2900-gdf79404cd8, Yosys 0.63+post, stock flow scripts
make -C /OpenROAD-flow-scripts/flow DESIGN_CONFIG=/design/flow/config.mk WORK_HOME=/design/flow/orfs finish
==> flow/config.mk <==
export PLATFORM = sky130hd
export DESIGN_NAME = stack
export DESIGN_NICKNAME = stack
export VERILOG_FILES = /design/flow/design.v
export SDC_FILE = /design/flow/constraint.sdc
export NUM_CORES = 4
export LEC_CHECK = 1
export CORE_UTILIZATION = 40
==> flow/constraint.sdc <==
current_design stack

set clk_period 15.1
set clk_io_pct 0.2

create_clock -name clk0 -period $clk_period [get_ports {clk}]

set non_clock_inputs [all_inputs -no_clocks]
set_input_delay [expr $clk_period * $clk_io_pct] -clock clk0 $non_clock_inputs
set_output_delay [expr $clk_period * $clk_io_pct] -clock clk0 [all_outputs]
==> design notes <==
The async set-or-reset flop fraction in the synthesized netlist is 0%. From left edge to right edge, the die measures 226.6 um. The synthesized design contains 519 register bits.

Per the detail_route log, met3 wirelength is 7899 um. STA classifies the critical path endpoint as a primary output. The die is 226.6 um tall.

Looking at the power breakdown, sequential logic takes 50.1% of the total. For this run, the total global-route usage over all layers was measured as 21.06%. The number of maximum-capacitance violations recorded for the run is 0. The cell chosen for the clock root is sky130_fd_sc_hd__clkbuf_16. The violation tally recorded at the end of detailed-routing iteration 0 is 637.

TritonCTS built the clock tree. Number of top-level pins: 70. The startpoint class of the critical path is an input port. The share of the yosys chip area belonging to registers was 76.89%. The run finished with clean final reports. The most common flop cell mapped by yosys is sky130_fd_sc_hd__edfxtp_1. Cell internal power was estimated by the tool at 0.002464 W.

In this run the top signal layer used is met5. The number of cells on the worst reg-to-reg path is 4. Post-detailed-route via-to-cell ratio: 5.655.

The first global-routing pass estimated 69540 um of wire. The synthesized netlist occupies a cell area of 0.02018 mm^2. Buffers inserted during clock tree synthesis total 53. The clock reaches the later pin of the worst-skew pair after 0.59 ns. The logs give 0.02338 mm^2 for the post-route standard cell area excluding fillers and 0 for the detailed-route DRC error count. Per the STA report, the cell with the highest stage delay on the worst path is sky130_fd_sc_hd__clkdlybuf4s50_1.

In the final report, the number of pins over their slew limit comes to 0. Post-synthesis, Yosys gives the total cell area as 0.02018 mm^2. Per the CTS log, the buffer count on the longest clock path is 3. According to the report, the first pass of detailed routing completed in 8 iterations. Per the gpl log, the routability congestion estimate is 0.7795. The type of the setup path with the least slack is input port to primary output. Counting instances, the worst hold path has a depth of 2. In the synthesized netlist, the number of instances is 944. Final tally of hold violations: 0. The H-tree was split into 2 levels. The minimum clock period was 7.738 ns; the total negative slack was 0 ns. The number of antenna violations at the first check in global routing is 1. On the reported timing paths, the clock transition at the registers reads 0.06 ns. Summed over all layers, the global routing overflow is 0. The critical path contains buffers and inverters numbering 3 combined. The worst-case max-slew headroom was logged as 47.33%. The routed wirelength normalized by instance count was 26.96 um; the count of flip-flops with a built-in enable after synthesis was 512. The run gives 28 for the tally of OpenROAD warnings. The most common logic cell in the final layout is sky130_fd_sc_hd__edfxtp_1. Hold repair after CTS inserted 0 buffers. Data on the critical path arrives at its endpoint at 4.72 ns. The logs give 48 for the maximum number of pins on one net before global-route repair and 11.4% for the combinational cell fraction of total power. All stages included, the depth of the critical timing path comes to 5. Per STA, the highest per-stage delay on the worst path measures 0.53 ns. Per the summary, power density relative to cell area is 137.4 mW/mm^2.

In the Yosys stats the netlist draws on 36 distinct library cells. The report lists the number of cells resized after CTS as 0. Checking hold timing, the worst path is listed with class register to register. The most critical hold endpoint after final layout shows a slack of 0.5833 ns. Setup violations remaining at the end of the flow were counted as 0.

The run gives 81 as the number of rows created at floorplan. The synthesized area per cell was 21.37 um^2; the leakage power summed over all cells was 7.046 nW. Cells with a size suffix above 1 make up 24.70% of the layout.

For the pin with the worst max-slew slack, the measured transition is 0.7900 ns. The chip area came out at 0.05135 mm^2. The CTS log lists the clock sinks for this run as 519.

The final route contains 9873 vias. The net switching power is 0.0007476 W. The remaining antenna violation count after routing was 0.

The cell occurring most often along the worst timing path was sky130_fd_sc_hd__clkdlybuf4s50_1. The cell count in the Yosys report was 944. Overall power consumption after layout is estimated at 0.003212 W. The cell area after placement is 0.02175 mm^2, and the Yosys warning count is 1. The count of buffers added on input and output ports is 69. The logs give 0 for the buffers inserted during post-CTS setup optimization and 12.08 ns for the required time of the worst setup path. Per the cell usage report, the commonest logic cells after layout are 512 x sky130_fd_sc_hd__edfxtp_1, 130 x sky130_fd_sc_hd__nand3_1, 128 x sky130_fd_sc_hd__mux4_2, 69 x sky130_fd_sc_hd__clkdlybuf4s50_1, 55 x sky130_fd_sc_hd__clkbuf_16. In the placement report, post-DP HPWL is listed as 25730 um. The flow measured a signed area growth from synthesis to layout of 15.86%. The via count of the first global-routing pass is 10780, and the peak supply drop is 0.08322 mV.

The tools report the maximum clock rate as 129.2 MHz. The core footprint was 0.04936 mm^2. Looking at the critical path, the highest net fanout was 35. The run gives 47070 um as the total wirelength of the detailed-routed design. Grouping stages by cell kind, the critical path spends the most delay in buffers and inverters.

The run gives 38.4% for the clock power share. The clock arrives with 0.02381 ns of skew. After detailed routing, the met2 layer carries 21400 um of wire. The part of the cycle the worst path needs is 51.24%. The logs give 16770 um for the met1 wire length and 40.88% for the core utilization before placement. The script computed the net switching share of total power as 23.28%. Setup repair after global routing left no endpoint under its margin. The critical path goes through clkdlybuf4s50_1, nand2b_2, buf_4, a41oi_1, clkdlybuf4s50_1.
[stage by stage]
step | setup slack [ns] | utilization [%] | cells
after floorplan | 8.472 | - | 944
after global routing | 7.218 | 47.36 | 1745
after CTS | 7.345 | 47.36 | 1745
final | 7.362 | 47.36 | 1746
after global placement | 7.403 | 44.06 | 1652
after detailed placement | 7.367 | 44.06 | 1652
[tightest hold or removal path, stage by stage, from the launching register on]
cell,delay [ns]
sky130_fd_sc_hd__dfxtp_1,0.37
sky130_fd_sc_hd__a41oi_1,0.06
sky130_fd_sc_hd__o21bai_1,0.12
[power groups by stage]
stage | clock network, W | logic (W) | registers (W)
after CTS | 0.00126 | 0.000375 | 0.00161
after global routing | 0.00131 | 0.000398 | 0.00161
final | 0.00123 | 0.000367 | 0.00161
[kinds of logic after synthesis]
family,after synthesis,share of synthesized area [%]
flops,519,76.89
simple gates,178,4.397
mux,128,14.29
buf+inv,64,1.966
compound gates,47,2.015
fa+ha+maj,5,0.3101
xor+xnor,3,0.1302
[area by class of cell]
| type | instances | area [um^2] |
|---|---|---|
| multi-input combinational | 361 | 4428 |
| clock inverter | 30 | 222.7 |
| sequential | 519 | 15520 |
| fill | 4044 | 25980 |
| inverter | 4 | 15.01 |
| tap | 664 | 830.8 |
| antenna | 1 | 2.502 |
| timing repair buffer | 104 | 953.4 |
| clock buffer | 63 | 1406 |
[per-layer routing]
metal	vias to the layer above	track usage, %
li1	4202	-
met1	4990	28.95
met2	618	29.05
met3	61	15.68
met4	2	3.684
met5	-	1.662
[worst paths after layout]
check / startpoint / endpoint / slack [ns]
setup / recovery: pop / data_out[8] / 7.36
hold / removal: empty$_SDFFE_PP1P_ / empty$_SDFFE_PP1P_ / 0.58
setup reg to reg: stack_ptr[0]$_SDFFE_PP0P_ / stack[15][0]$_DFFE_PP_ / 12.38
hold reg to reg: empty$_SDFFE_PP1P_ / empty$_SDFFE_PP1P_ / 0.58
[registers in the layout (all words and copies together) (netlist names)]
signal / flops
stack: 512
stack_ptr: 5
empty: 1
full: 1
[synthesized netlist by cell type, drive strengths merged, types with 3 or more instances]
library cell,instances,area share [%]
nand2,6,0.11
nor3,6,0.15
nor2,22,0.45
a41oi,33,1.4
ha,5,0.31
clkbuf,10,0.19
nand2b,5,0.16
mux4,128,14
dfxtp,7,0.69
edfxtp,512,76
inv,4,0.074
o21ai,3,0.11
buf,50,1.7
nand3,130,3.2
Power figures rest on the tool's default switching activity, not on a simulated workload.
