$ cat ./constraint.sdc
current_design valid_array

set clk_period 2.1
set clk_io_pct 0.2

create_clock -name clk0 -period $clk_period [get_ports {clk0}]

set non_clock_inputs [all_inputs -no_clocks]
set_input_delay [expr $clk_period * $clk_io_pct] -clock clk0 $non_clock_inputs
set_output_delay [expr $clk_period * $clk_io_pct] -clock clk0 [all_outputs]
$ cat ./config.mk
export PLATFORM = sky130hd
export DESIGN_NAME = valid_array
export DESIGN_NICKNAME = valid_array
export VERILOG_FILES = /design/flow/design.v
export SDC_FILE = /design/flow/constraint.sdc
export NUM_CORES = 4
export LEC_CHECK = 1
export CORE_UTILIZATION = 30
$ cat ./run.sh
#!/bin/bash
# OpenROAD 26Q1-2900-gdf79404cd8, Yosys 0.63+post, stock flow scripts
make -C /OpenROAD-flow-scripts/flow DESIGN_CONFIG=/design/flow/config.mk WORK_HOME=/design/flow/orfs finish
$ cat ./design.v
interface mem_itf_w_mask #(
    parameter               CHANNELS = 1,
    parameter               DWIDTH = 32,
    parameter               MWIDTH = DWIDTH / 8
)(
    input   bit             clk,
    input   bit             rst
);
    logic   [31:0]          addr    [CHANNELS];
    logic   [MWIDTH-1:0]    rmask   [CHANNELS];
    logic   [MWIDTH-1:0]    wmask   [CHANNELS];
    logic   [DWIDTH-1:0]    rdata   [CHANNELS];
    logic   [DWIDTH-1:0]    wdata   [CHANNELS];
    logic                   resp    [CHANNELS];
    bit                     error = 1'b0;
    modport dut (
        input               clk,
        input               rst,
        output              addr,
        output              rmask,
        output              wmask,
        input               rdata,
        output              wdata,
        input               resp
    );
    modport mem (
        input               clk,
        input               rst,
        input               addr,
        input               rmask,
        input               wmask,
        output              rdata,
        input               wdata,
        output              resp,
        output              error
    );
    modport mon (
        input               clk,
        input               rst,
        input               addr,
        input               rmask,
        input               wmask,
        input               rdata,
        input               wdata,
        input               resp,
        output              error
    );
endinterface
interface mem_itf_wo_mask #(
    parameter               CHANNELS = 1,
    parameter               DWIDTH = 32
)(
    input   bit             clk,
    input   bit             rst
);
    logic   [31:0]          addr    [CHANNELS];
    logic                   read    [CHANNELS];
    logic                   write   [CHANNELS];
    logic   [DWIDTH-1:0]    rdata   [CHANNELS];
    logic   [DWIDTH-1:0]    wdata   [CHANNELS];
    logic                   resp    [CHANNELS];
    bit                     error = 1'b0;
    modport dut (
        input               clk,
        input               rst,
        output              addr,
        output              read,
        output              write,
        input               rdata,
        output              wdata,
        input               resp
    );
    modport mem (
        input               clk,
        input               rst,
        input               addr,
        input               read,
        input               write,
        output              rdata,
        input               wdata,
        output              resp,
        output              error
    );
    modport mon (
        input               clk,
        input               rst,
        input               addr,
        input               read,
        input               write,
        input               rdata,
        input               wdata,
        input               resp,
        output              error
    );
endinterface
interface mem_itf_banked(
    input   bit             clk,
    input   bit             rst
);
    logic   [31:0]          addr;
    logic                   read;
    logic                   write;
    logic   [63:0]          wdata;
    logic                   ready;
    logic   [31:0]          raddr;
    logic   [63:0]          rdata;
    logic                   rvalid;
    bit                     error = 1'b0;
    modport dut (
        input               clk,
        input               rst,
        output              addr,
        output              read,
        output              write,
        output              wdata,
        input               ready,
        input               raddr,
        input               rdata,
        input               rvalid
    );
    modport mem (
        input               clk,
        input               rst,
        input               addr,
        input               read,
        input               write,
        input               wdata,
        output              ready,
        output              rdata,
        output              raddr,
        output              rvalid,
        output              error
    );
    modport mon (
        input               clk,
        input               rst,
        input               addr,
        input               read,
        input               write,
        input               wdata,
        input               ready,
        input               rdata,
        input               raddr,
        input               rvalid,
        input               error
    );
endinterface
interface mon_itf#(
            parameter       CHANNELS = 1
)(
    input   bit             clk,
    input   bit             rst
);
            logic           valid     [CHANNELS];
            logic   [63:0]  order     [CHANNELS];
            logic   [31:0]  inst      [CHANNELS];
            logic           halt      [CHANNELS];
            logic   [4:0]   rs1_addr  [CHANNELS];
            logic   [4:0]   rs2_addr  [CHANNELS];
            logic   [31:0]  rs1_rdata [CHANNELS];
            logic   [31:0]  rs2_rdata [CHANNELS];
            logic   [4:0]   rd_addr   [CHANNELS];
            logic   [31:0]  rd_wdata  [CHANNELS];
            logic   [4:0]   frd_addr  [CHANNELS];
            logic   [31:0]  frd_wdata [CHANNELS];
            logic   [31:0]  pc_rdata  [CHANNELS];
            logic   [31:0]  pc_wdata  [CHANNELS];
            logic   [31:0]  mem_addr  [CHANNELS];
            logic   [3:0]   mem_rmask [CHANNELS];
            logic   [3:0]   mem_wmask [CHANNELS];
            logic   [31:0]  mem_rdata [CHANNELS];
            logic   [31:0]  mem_wdata [CHANNELS];
            bit             error = 1'b0;
endinterface
package mem_types;
    localparam NUM_SETS = 32;
    localparam NUM_ISETS= 32;
    typedef struct packed {  
        logic [(31-($clog2(NUM_SETS)+5)):00] tag;
        logic [($clog2(NUM_SETS)-1):00] set_addr;
        logic [04:00] offset;
        logic   [31:0]  ufp_addr;
        logic   [3:0]   ufp_rmask;
        logic   [3:0]   ufp_wmask;
        logic   [31:0]  ufp_wdata;
    } cache_t;
    typedef struct packed {  
        logic [(31-($clog2(NUM_ISETS)+5)):00] tag;
        logic [($clog2(NUM_ISETS)-1):00] set_addr;
        logic [04:00] offset;
        logic   [31:0]  ufp_addr;
        logic   [3:0]   ufp_rmask;
        logic   [3:0]   ufp_wmask;
        logic   [31:0]  ufp_wdata;
    } icache_t;
endpackage : mem_types
package rv32i_types;
    localparam NUM_ARCH_REG = 32;
    localparam NUM_ROB_ENTRIES = 8;
    localparam NUM_PHYS_REG = NUM_ROB_ENTRIES+ 32;
    localparam PHYS_REG_IDX = $clog2(NUM_PHYS_REG) - 1;
    localparam ARCH_REG_IDX = $clog2(NUM_ARCH_REG) - 1;
    localparam NUM_RS_ENTRIES = 2;
    localparam ST_Q_ENTRIES = 2;  
    localparam LD_RS_ENTRIES = 2;  
    localparam BRANCH_PRED_M = 1;
    localparam NUM_ORDER = 10;
    typedef struct packed {
        logic valid;
        logic [63:0] order;
        logic [31:0] inst;
        logic [ARCH_REG_IDX:0] rs1_addr, rs2_addr, rd_addr;
        logic [31:0] rs1_rdata, rs2_rdata, rd_wdata;
        logic [31:0] pc_rdata;
        logic [31:0] pc_wdata;
        logic [31:0] mem_addr;
        logic [3:0] mem_rmask;
        logic [3:0] mem_wmask;
        logic [31:0] mem_rdata;
        logic [31:0] mem_wdata;
    } rvfi_t;
    typedef struct packed {
        logic [ARCH_REG_IDX:0] rd;
        logic [PHYS_REG_IDX:0] pd;
        logic valid;
        logic [$clog2(NUM_ROB_ENTRIES)-1:0] rob_entry_idx;
        logic [31:0] rs1_value, rs2_value, value;
        logic [6:0]  opcode;
        logic [31:0] pc;
        logic [31:0] calculated_pc_next;
        logic [31:0] mem_addr;
        logic [3:0]  mem_rmask;
        logic [3:0]  mem_wmask;
        logic [31:0]  mem_rdata;
        logic [31:0]  mem_wdata;
    } cdb_entry_t; 
    typedef struct packed {
        logic   [31:0]  inst;  
        logic   [31:0]  pc;
        logic   [31:0]  pc_next;  
        logic           valid;  
        logic   [PHYS_REG_IDX:0]   ps1_s, ps2_s, pd_s;
        logic   [ARCH_REG_IDX:0]  rd_s, rs1_s, rs2_s;
        logic   ps1_valid, ps2_valid;
        logic   [2:0]   funct3;
        logic   [6:0]   funct7;
        logic   [6:0]   opcode;
        logic   [31:0]  imm;
        logic   [63:0]  order;
        logic   [BRANCH_PRED_M - 1:0]   br_hist;
        logic           regf_we;
    } decode_rename_to_dispatch_t;  
    typedef struct packed {
        logic [PHYS_REG_IDX:0] pd;
        logic [ARCH_REG_IDX:0] rs1, rs2, rd;
        logic           write_en;  
    } decode_rename_to_RAT_t;  
    typedef struct packed {
        logic [PHYS_REG_IDX:0] ps1, ps2;
        logic ps1_valid, ps2_valid;
    } RAT_to_decode_rename_t;  
    typedef struct packed {
        logic [ARCH_REG_IDX:0] rd;
        logic [PHYS_REG_IDX:0] pd;
        logic [31:0] pc;
        logic [31:0] pc_next;
        logic [63:0] order;
        logic [6:0] opcode;
        logic [31:0] calculated_pc_next;
        logic   [BRANCH_PRED_M - 1:0]   br_hist;
    } dispatch_to_ROB_only_data_t;  
    typedef struct packed {
        dispatch_to_ROB_only_data_t dispatch_to_ROB_only_data;  
        rvfi_t rvfi;
        logic enqueue_rob;
    } dispatch_to_ROB_t;
    typedef struct packed {
        logic commit;
        dispatch_to_ROB_only_data_t dispatch_data;
        rvfi_t rvfi;
    } ROB_entry_t;
    typedef struct packed {
        logic [($clog2(NUM_ROB_ENTRIES)-1):0] rob_entry_idx;
        logic is_rob_full;
    } ROB_to_dispatch_t;  
    typedef struct packed {
        ROB_entry_t rob_entry;
        logic is_rob_empty;
    } ROB_to_RRF_t;
    typedef struct packed {
        logic dequeue;
    } RRF_to_ROB_t;
    typedef struct packed {
        logic ps1_valid, ps2_valid;
        logic [PHYS_REG_IDX:0] ps1, ps2, pd;
        logic [ARCH_REG_IDX:0] rd;
        logic [2:0] funct3;
        logic [6:0] funct7;
        logic [6:0] opcode;
        logic [31:0] imm;
        logic [$clog2(NUM_ROB_ENTRIES)-1:0] rob_entry_idx;
        logic [31:0] pc;
        logic valid;
    } dispatch_to_rs_t;
    typedef struct packed {
        logic ps1_valid, ps2_valid;
        logic [PHYS_REG_IDX:0] ps1, ps2, pd;
        logic [ARCH_REG_IDX:0] rd;
        logic [2:0] funct3;
        logic [6:0] opcode;
        logic [31:0] imm;
        logic [$clog2(NUM_ROB_ENTRIES)-1:0] rob_entry_idx;
        logic [31:0] pc;
        logic valid;
    } dispatch_to_lsq_t;
    typedef struct packed {
        logic ps1_valid, ps2_valid;
        logic [PHYS_REG_IDX:0] ps1, ps2, pd;
        logic [ARCH_REG_IDX:0] rd;
        logic [2:0] funct3;
        logic [6:0] funct7;
        logic [6:0] opcode;
        logic [31:0] imm;
        logic [$clog2(NUM_ROB_ENTRIES)-1:0] rob_entry_idx;
        logic [31:0] pc;
        logic valid;
    } rs_to_alu_t;
       typedef struct packed {
        logic ps1_valid, ps2_valid;
        logic [PHYS_REG_IDX:0] ps1, ps2, pd;
        logic [ARCH_REG_IDX:0] rd;
        logic [2:0] funct3;
        logic [6:0] funct7;
        logic [6:0] opcode;
        logic [31:0] imm;
        logic [$clog2(NUM_ROB_ENTRIES)-1:0] rob_entry_idx;
        logic [31:0] pc;
        logic valid;
    } rs_to_br_t;
    typedef struct packed {
        logic ps1_valid, ps2_valid;
        logic [PHYS_REG_IDX:0] ps1, ps2, pd;
        logic [ARCH_REG_IDX:0] rd;
        logic [2:0] funct3;
        logic [6:0] funct7;
        logic [6:0] opcode;
        logic [31:0] imm;
        logic [$clog2(NUM_ROB_ENTRIES)-1:0] rob_entry_idx;
        logic [31:0] pc;
        logic valid;
    } rs_to_mult_t;
    typedef struct packed {
        logic ps1_valid, ps2_valid;
        logic [PHYS_REG_IDX:0] ps1, ps2, pd;
        logic [ARCH_REG_IDX:0] rd;
        logic [2:0] funct3;
        logic [6:0] funct7;
        logic [6:0] opcode;
        logic [31:0] imm;
        logic [$clog2(NUM_ROB_ENTRIES)-1:0] rob_entry_idx;
        logic [31:0] pc;
        logic valid;
    } rs_to_div_t;
    typedef struct packed {
        logic [PHYS_REG_IDX:0] pd;
        logic [ARCH_REG_IDX:0] rd;
        logic [2:0] funct3;
        logic [6:0] opcode;
        logic [$clog2(NUM_ROB_ENTRIES)-1:0] rob_entry_idx;
        logic [31:0] pc;
        logic valid;
    } mult_pipe_t;
    typedef struct packed {
        rs_to_alu_t data;
        logic [NUM_ORDER:0] order;
    } ALU_RS_entry_t;
    typedef struct packed {
        rs_to_alu_t data;
        logic [NUM_ORDER:0] order;
    } MUL_RS_entry_t;
    typedef struct packed {
        rs_to_br_t data;
        logic [NUM_ORDER:0] order;
    } BR_RS_entry_t;
    typedef struct packed {
        dispatch_to_lsq_t data;
        logic valid;
    } lsq_entry_t;
    typedef struct packed {
       logic   [31:0]  inst;
       logic   [31:0]  pc;
       logic   [31:0]  pc_next;
       logic   [63:0]  order;
       logic           valid;  
    } fetch_to_queue;  
    typedef enum logic [6:0] {
        op_b_lui       = 7'b0110111,  
        op_b_auipc     = 7'b0010111,  
        op_b_jal       = 7'b1101111,  
        op_b_jalr      = 7'b1100111,  
        op_b_br        = 7'b1100011,  
        op_b_load      = 7'b0000011,  
        op_b_store     = 7'b0100011,  
        op_b_imm       = 7'b0010011,  
        op_b_reg       = 7'b0110011   
    } rv32i_opcode;
    typedef enum logic [6:0] {
        base           = 7'b0000000,
        variant        = 7'b0100000,
        mult           = 7'b0000001
    } funct7_t;
    typedef enum logic [2:0] {
        arith_f3_add   = 3'b000,  
        arith_f3_sll   = 3'b001,
        arith_f3_slt   = 3'b010,
        arith_f3_sltu  = 3'b011,
        arith_f3_xor   = 3'b100,
        arith_f3_sr    = 3'b101,  
        arith_f3_or    = 3'b110,
        arith_f3_and   = 3'b111
    } arith_f3_t;
    typedef enum logic [2:0] {
        load_f3_lb     = 3'b000,
        load_f3_lh     = 3'b001,
        load_f3_lw     = 3'b010,
        load_f3_lbu    = 3'b100,
        load_f3_lhu    = 3'b101
    } load_f3_t;
    typedef enum logic [2:0] {
        store_f3_sb    = 3'b000,
        store_f3_sh    = 3'b001,
        store_f3_sw    = 3'b010
    } store_f3_t;
    typedef enum logic [2:0] { 
        branch_f3_beq  = 3'b000,
        branch_f3_bne  = 3'b001,
        branch_f3_blt  = 3'b100,
        branch_f3_bge  = 3'b101,
        branch_f3_bltu = 3'b110,
        branch_f3_bgeu = 3'b111
    } branch_f3_t;
    typedef enum logic [2:0] {
        alu_op_add     = 3'b000,
        alu_op_sll     = 3'b001,
        alu_op_sra     = 3'b010,
        alu_op_sub     = 3'b011,
        alu_op_xor     = 3'b100,
        alu_op_srl     = 3'b101,
        alu_op_or      = 3'b110,
        alu_op_and     = 3'b111
    } alu_ops;
    typedef enum logic [2:0] {
        mul_op_mul      = 3'b000,
        mul_op_mulh     = 3'b001,
        mul_op_mulhsu   = 3'b010,
        mul_op_mulhu    = 3'b011,
        mul_op_div      = 3'b100,
        mul_op_divu     = 3'b101,
        mul_op_rem      = 3'b110,
        mul_op_remu     = 3'b111
    } mul_ops;
    typedef union packed {
        logic [31:0] word;
        struct packed {
            logic [11:0] i_imm;
            logic [4:0]  rs1;
            logic [2:0]  funct3;
            logic [4:0]  rd;
            rv32i_opcode opcode;
        } i_type;
        struct packed {
            logic [6:0]  funct7;
            logic [4:0]  rs2;
            logic [4:0]  rs1;
            logic [2:0]  funct3;
            logic [4:0]  rd;
            rv32i_opcode opcode;
        } r_type;
        struct packed {
            logic [11:5] imm_s_top;
            logic [4:0]  rs2;
            logic [4:0]  rs1;
            logic [2:0]  funct3;
            logic [4:0]  imm_s_bot;
            rv32i_opcode opcode;
        } s_type;
        struct packed {
            logic [11:5] imm_s_top;
            logic [4:0]  rs2;
            logic [4:0]  rs1;
            logic [2:0]  funct3;
            logic [4:0]  imm_s_bot;
            rv32i_opcode opcode;
        } b_type;
        struct packed {
            logic [31:12] imm;
            logic [4:0]   rd;
            rv32i_opcode  opcode;
        } j_type;
    } instr_t;
endpackage : rv32i_types
module valid_array #(
            parameter               S_INDEX     = 4,
            parameter               WIDTH       = 1
)(
    input   logic                   clk0,
    input   logic                   rst0,
    input   logic                   csb0,
    input   logic                   web0,
    input   logic   [S_INDEX-1:0]   addr0,
    input   logic   [WIDTH-1:0]     din0,
    output  logic   [WIDTH-1:0]     dout0
);
            localparam              NUM_SETS    = 2**S_INDEX;
            logic                   web0_reg;
            logic   [S_INDEX-1:0]   addr0_reg;
            logic   [WIDTH-1:0]     din0_reg;
            logic   [WIDTH-1:0]     internal_array [NUM_SETS];
    always_ff @(posedge clk0) begin
        if (rst0) begin
            web0_reg  <= 1'b1;
            addr0_reg <= 'x;
            din0_reg  <= 'x;
        end else begin
            if (!csb0) begin
                web0_reg  <= web0;
                addr0_reg <= addr0;
                din0_reg  <= din0;
            end
        end
    end
    always_ff @(posedge clk0) begin
        if (rst0) begin
            for (int i = 0; i < NUM_SETS; i++) begin
                internal_array[i] <= '0;
            end
        end else begin
            if (!web0_reg) begin
                internal_array[addr0_reg] <= din0_reg;
            end
        end
    end
    always_comb begin
        dout0 = internal_array[addr0_reg];
    end
endmodule : valid_array
==> results.tsv <==
metric	value	unit
Pre-antenna DRT Iters	4	
GR Util All Layers	0.132	
grt peak-use layer	met1	
crit path DAT	1.56	ns
placed wire-length estimate	1.73	mm
met2 Usage GRT	0.200	
ANT cells	0	
met3 GRT Util	0.0227	
pwr/cell area	704	mW/mm^2
syn avg cell area	13.1	um^2
Cell Area, Synth	0.00122	mm^2
Routed WL	2.33	mm
Synth flops	26	
Yosys Chip Area	0.00122	mm^2
Critical Path RT	1.68	ns
Hold WC Path Type	reg2reg	
buffer count from post-CTS setup fixing	0	
Critical Path End Type	output pin	
Peak Freq	0.504	GHz
dominant register cell	edfxtp_1	
I/O Buffers	9	
drt first-iter violations	22	
Setup CP Type	reg2out	
chip area	0.00433	mm^2
dpl ws	0.0593	ns
commonest cells after routing, fill and taps aside	edfxtp_1, nor2_1, a21o_1, clkdlybuf4s50_1	
Clk Latency, worst-skew pair	0.27	ns
most common cell after layout, fill and taps aside	edfxtp_1	
Clock H-tree levels	1	
Synth area leader	edfxtp_1	
Cell Type Count	21	
CTS root buffer	clkbuf_8	
largest net degree at the start of global routing	15	
Residual DRC	0	
FF/Latch Area	734	um^2
Post-synth ARST share	0	
Final min period	1.98	ns
Routed WL per cell	15.0	um
share of cells above drive strength 1	0.157	
slew margin rel.	0.767	
unrepaired setup endpoints after global routing	false	
Die H	65.8	um
num ports	10	
CTS Hold Buffers Added	0	
fill cell count	353	
via count	780	
Slew @ Worst Pin	0.348	ns
setup ws final	0.116	ns
Setup Skew	0.00979	ns
Peak VDD IR	0.315	mV
number of synthesis warnings	1	
vias per cell	5.00	
DRT antenna net count	0	
Final Slew Violations	0	
logic area	462	um^2
Longest Clk Path Bufs	2	
fp util	0.323	
WHS Path Cells	1	
Max Cap Viol	0	
Yosys Instances	93	
Area growth, synth to finish	17.1	%
total grt overflow	0	
tool warnings	25	
antenna violations before repair	0	
met1 Track Usage GR	0.219	
register area share after synthesis	0.599	
R2R cell count	3	
TNS Setup	0	ns
clock-pin slew on the worst setup and hold paths	0.09	ns
Num Clock Sinks	26	
first-pass GRT wire length	3.91	mm
Top cells by area	edfxtp_1, mux4_1, dfxtp_1, a21o_1, nor2_1	
final setup violation count	0	
number of enable flip-flop cells	21	
CTS tree	built	
site row count	22	
Synth top area share	0.517	
Static Leakage	0.544	nW
Post-Syn Instances	93	
final critical-path share of the clock period	0.945	
crit path launch type	flop	
Critical Path Fanout Max	4	
die span in x	65.8	um
vias in the first global route	792	
post-route core utilization	0.379	
Core ar.	0.00377	mm^2
final hold violations	0	
CTS Buf Count	3	
routability congestion estimate	0.862	
outcome	complete, no violations	
## report_power, final
part,switching [W],internal (W)
Sequential,0.0000295,0.000586
Clock,0.000148,0.000131
Combinational,0.0000468,0.0000644
Total,0.000225,0.000781
## kinds of logic (layout without fill, tap and decap cells)
group           after synthesis  count (layout)  synth area share
simple gates                 36              36             0.137
flops                        26              26             0.599
compound gates               17              17             0.106
mux                          11              11             0.148
buf+inv                       3              18            0.0103
## synthesized netlist by cell type, types with 2 or more instances
cell	count
clkbuf_1	2
edfxtp_1	21
a21o_1	12
o21bai_1	4
mux4_1	4
nand2b_1	2
dfxtp_1	5
mux2i_1	3
nand2_1	5
mux2_2	4
nor2b_1	3
nand3_1	2
nor2_1	18
## critical path, stage by stage, from the launching register on
cell and delay, ns:
dfxtp_4 0.39, mux4_2 0.49, mux2i_1 0.15, mux2i_1 0.08, clkdlybuf4s15_1 0.17
## final timing paths
kind                          startpoint  slack, ns                          endpoint
setup reg to reg  addr0_reg[1]$_DFFE_PN_       0.62  internal_array[12]$_SDFFCE_PN0P_
setup / recovery                    flop       0.12                          dout0[0]
hold / removal     web0_reg$_SDFFE_PP1N_       0.56             web0_reg$_SDFFE_PP1N_
hold reg to reg    web0_reg$_SDFFE_PP1N_       0.56             web0_reg$_SDFFE_PP1N_
## layout make-up
| cell class | instances | area share |
|---|---|---|
| Clock buffer | 3 | 0.0289 |
| Clock inverter | 1 | 0.00263 |
| Multi-Input combinational cell | 64 | 0.323 |
| Sequential cell | 26 | 0.514 |
| Tap cell | 48 | 0.0420 |
| Timing Repair Buffer | 14 | 0.0893 |
## timing repair
item / 4_1_cts / 5_1_grt
resized: 7 / 1
gates cloned: 0 / 0
setup endpoints to repair: 1 / 1
## stage by stage
step,power [W],area [um^2],hold slack [ns],std cells
3_5_place_dp,0.000736,1400,0.541,152
3_3_place_gp,0.000735,1400,0.533,152
6_report,0.00101,1430,0.562,156
4_1_cts,0.00101,1430,0.564,156
5_1_grt,0.00105,1430,0.604,156
2_1_floorplan,0.000687,1220,0.508,93
## metal layers
layer	wire length (um)	vias up	share of wire
li1	-	376	-
met1	1130	381	0.48
met2	1110	21	0.47
met3	91	2	0.039
met4	10	0	0.0043
met5	0	-	0
Power figures rest on the tool's default switching activity, not on a simulated workload.
